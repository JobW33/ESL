==> design.v <==
module TopEntity(
    input clk,
    output reg led = 0
  );
  reg [31:0]count = 0;
  always @(posedge clk)
  begin
    if(count == 99999999)
    begin  
      count <= 0;              
      led <= ~led;             
    end
    else
    begin
      count <= count + 1;      
    end
  end
endmodule
==> run.sh <==
#!/bin/bash
# OpenROAD 26Q1-2900-gdf79404cd8, Yosys 0.63+post, stock flow scripts
make -C /OpenROAD-flow-scripts/flow DESIGN_CONFIG=/design/flow/config.mk WORK_HOME=/design/flow/orfs finish
==> config.mk <==
export PLATFORM = sky130hd
export DESIGN_NAME = TopEntity
export DESIGN_NICKNAME = TopEntity
export VERILOG_FILES = /design/flow/design.v
export SDC_FILE = /design/flow/constraint.sdc
export NUM_CORES = 4
export LEC_CHECK = 1
export CORE_UTILIZATION = 30
==> constraint.sdc <==
current_design TopEntity

set clk_period 4.1
set clk_io_pct 0.2

create_clock -name clk0 -period $clk_period [get_ports {clk}]

set non_clock_inputs [all_inputs -no_clocks]
set_input_delay [expr $clk_period * $clk_io_pct] -clock clk0 $non_clock_inputs
set_output_delay [expr $clk_period * $clk_io_pct] -clock clk0 [all_outputs]
==> impl_metrics.py <==
# Auto-generated metrics
metrics = {
    "power_and_ir_drop": {
        "seq_power_share": 0.506,
        "internal-power_w": 0.0005199,
        "power_frac_clock": 0.494,
        "power.share.switching": 0.1830,
        "peakVddDrop_mv": 0.2141,
        "power.static_leakage_nw": 0.6350,
        "powerDensity_mw_per_mm2": 357.1,
        "p_sw_w": 0.0001164,
        "power_frac_comb": 0,
    },
    "clock_tree": {
        "cts_resized": 0,
        "post-cts-setup-buffers": 0,
        "clkSlewWorstSetupHoldPaths_ps": 70,
        "clock_insertion_delay_worst_skew_ps": 280,
        "cts.root.buffer_cell": "clkbuf_8",
        "cts_tree": "built",
        "cts.hold.buffers_added": 0,
        "clock_tree.htree_level_count": 2,
        "cts.sink_count": 33,
        "ctsLongestPathBuffers": 2,
        "cts_made_buffers": 5,
    },
    "hold_path": {
        "holdCritStartpoint": "count[0]$_SDFF_PN0_",
        "holdPathEnd": "count[0]$_SDFF_PN0_",
        "min-delay-path-class": "flip-flop to flip-flop",
        "hold-path-cell-count": 1,
    },
    "logic_synthesis": {
        "synthesis.instances": 172,
        "flip_flops_with_a_built_in_enable": 1,
        "synth-warning-count": 1,
        "ys.flop_type": "dfxtp_1",
        "synth_area_per_cell_sq_um": 9.253,
        "netlist-cell-type-count": 40,
        "syn-cell-area_sq_mm": 0.001592,
        "ys_area_sq_mm": 0.001592,
        "ys_seq_elements": 33,
        "synth-cells-yosys": 172,
        "asyncSetResetFlopFracSynth": 0,
        "synth.yosys.seq_area_share": 0.4214,
    },
    "sta": {
        "slew-limit-headroom": 0.4396,
        "timing.final.crit_period_ps": 2018,
        "rsz0062_at_grt": "false",
        "hold_viol": 0,
        "final.hold.worst_slack_ps": 462.1,
        "maxSlewViolCount": 0,
        "setup_viol_count_final": 0,
        "tns_ps": 0,
        "worst_slew_pin_slew_ps": 834.2,
        "finalCritPeriodShare": 0.4922,
        "worst_clock_skew_ps": 6.660,
        "maxClockFrequency_mhz": 495.5,
    },
    "drt": {
        "via_count": 1237,
        "drt_pre_antenna_iters": 4,
        "route.antenna.diode_count": 0,
        "dr.first_iter.drc_count": 140,
        "avgViaCountPerCell": 5.008,
        "drt.antenna.violating_nets": 0,
        "wl_per_cell_um": 12.88,
        "routed_wl_um": 3181,
        "drc": 0,
    },
    "layout": {
        "n_fill_cell": 534,
        "area.combinational_sq_um": 882.1,
        "instances_no_fill": 247,
        "p_r_area_growth_vs_syn_pct": 11.95,
        "regArea_sq_um": 670.6,
        "drive_gt1_frac": 0.1130,
    },
    "floorplan": {
        "design.die.area_sq_mm": 0.005600,
        "placement_rows": 26,
        "core_area_sq_mm": 0.005107,
        "io-pin-count": 2,
        "fp.dieW_um": 74.84,
        "die_height_um": 74.84,
        "fp_util": 0.3116,
    },
    "global_route": {
        "antenna_found_initial": 0,
        "grt_first_pass_wirelength_um": 5761,
        "grt.overflow.total": 0,
        "grt_pass1_vias": 1160,
        "global_route_usage_over_all_layers": 0.1351,
        "grt_max_degree": 13,
    },
    "critical_path": {
        "critPathMaxFanout": 5,
        "timing.critical_path.arrival_ps": 2010,
        "critical_path_required_ps": 4100,
        "path_class": "flip-flop to flip-flop",
        "cp-start-kind": "flip-flop",
        "end_kind": "flip-flop",
        "r2r_end": "led$_DFFE_PN_",
        "rrSetupSlack_ps": 2080,
        "reg2regPathDepth": 4,
        "rr_startpoint": "count[28]$_SDFF_PN0_",
    },
    "placement": {
        "place.gp.congestion": 0.8929,
        "io_buffer_count": 1,
        "numPlacedInstances": 239,
        "post-dp-hpwl_um": 2204,
    },
    "run_status": {
        "run_status": "completed",
    },
    "run": {
        "warning_count": 25,
        "max_cap_violations": 0,
    },
}
[logic make-up (layout without fill, tap and decap cells)]
family                   count (synthesis)  in the layout  share of synthesized area
AND/OR/NAND/NOR                         86             86                     0.3404
flip-flops                              33             33                     0.4214
AND-OR/OR-AND                           22             22                    0.08491
XOR/XNOR                                22             22                     0.1211
buffers and inverters                    8             13                    0.02437
adder cells (fa/ha/maj)                  1              1                   0.007860
[area by class of cell]
cell class                      instances  area share
Clock buffer                            7     0.04846
Multi-Input combinational cell        131      0.4951
Inverter                                4    0.008427
Sequential cell                        33      0.3764
Clock inverter                          1     0.01685
Timing Repair Buffer                    1    0.005618
Tap cell                               70     0.04916
[metal layers]
metal	global-route usage	wire, um
met1	0.2244	1700
met2	0.1872	1328
met3	0.02714	93
met4	0.02096	59
met5	0	0
[how the worst max path moves through the flow]
stage / from / endpoint / slack, ps
after CTS: count[0]$_SDFF_PN0_ / count[28]$_SDFF_PN0_ / 2070
after global routing: count[28]$_SDFF_PN0_ / led$_DFFE_PN_ / 1920
final: count[28]$_SDFF_PN0_ / led$_DFFE_PN_ / 2080
[power by group through the flow]
stage                 clock network, W       logic [W]  registers [W]
final                         0.000315  0.000000000307       0.000322
after CTS                     0.000323  0.000000000307       0.000322
after global routing          0.000336  0.000000000307       0.000322
[Yosys cell counts, types with 2 or more instances]
library cell	count	area share
nor3_2	2	0.013
and3_1	8	0.031
a22oi_1	2	0.0094
a21oi_1	4	0.013
nor4_1	2	0.0079
xnor2_1	15	0.083
nor2_1	15	0.035
or3_4	2	0.014
o31ai_1	2	0.0094
inv_1	4	0.0094
xor2_1	7	0.039
nand2_1	12	0.028
and4_1	2	0.011
nand4_1	9	0.035
nor4_4	2	0.027
o21ai_0	8	0.025
or3_1	5	0.020
dfxtp_1	32	0.40
nand3_1	14	0.044
nor3_1	4	0.013
clkbuf_1	2	0.0047
[worst max-delay path, stage by stage (launching register included)]
cell and delay, ps:
dfxtp_1 330, or3_1 430, nor4_1 580, nand2_1 220, nor2_1 170
[cell usage in the layout (no fill, tap or decap), types with 2 or more instances in the layout]
| master | synthesis | final |
|---|---|---|
| dfxtp_1 | 32 | 32 |
| nor2_1 | 15 | 15 |
| xnor2_1 | 15 | 15 |
| nand3_1 | 14 | 14 |
| nand2_1 | 12 | 12 |
| nand4_1 | 9 | 9 |
| and3_1 | 8 | 8 |
| o21ai_0 | 8 | 8 |
| xor2_1 | 7 | 7 |
| clkbuf_8 | 0 | 6 |
| or3_1 | 5 | 5 |
| inv_1 | 4 | 4 |
| nor3_1 | 4 | 4 |
| a21oi_1 | 4 | 4 |
| nor3_2 | 2 | 2 |
| or3_4 | 2 | 2 |
| nor4_1 | 2 | 2 |
| nor4_4 | 2 | 2 |
| a22oi_1 | 2 | 2 |
| o31ai_1 | 2 | 2 |
| and4_1 | 2 | 2 |
[per-stage QoR]
| stage | util | instance area, sq um | setup WS [ps] | power [W] |
|---|---|---|---|---|
| global route | 0.3488 | 1782 | 1918 | 0.0006575 |
| detailed placement | 0.3261 | 1665 | 2087 | 0.0003291 |
| floorplan | - | 1592 | 2383 | 0.0003291 |
| CTS | 0.3488 | 1782 | 2072 | 0.0006450 |
| finish | 0.3488 | 1782 | 2082 | 0.0006363 |
| global placement | 0.3261 | 1665 | 2115 | 0.0003291 |
[registers in the layout, summed over array words and instances (netlist names)]
signal	flops
led	1
count	32
Power is estimated from default activity; no workload was simulated.
