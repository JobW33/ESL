<file path="./design.v">
`timescale 1 ps / 1 ps
module esl_bus_demo #(
		parameter LED_WIDTH = 8,
        parameter DATA_WIDTH = 32
	) (
		input  wire [7:0]  slave_address,      
		input  wire        slave_read,         
		output reg  [DATA_WIDTH-1:0] slave_readdata,     
		input  wire        slave_write,        
		input  wire [DATA_WIDTH-1:0] slave_writedata,    
		input  wire        clk,           
		input  wire        reset,         
        input  wire [(DATA_WIDTH/8)-1:0] slave_byteenable,
		output wire [LED_WIDTH-1:0]  user_output          
	);
    reg [31:0] mem;
    wire [LED_WIDTH-1:0] mem_masked;
    wire enable;
    esl_bus_demo_example #(
        .DATA_WIDTH(LED_WIDTH)
    ) my_ip (
        .clk(clk),
        .rst(reset),
        .in(mem_masked),
        .cnt_enable(enable),
        .out(user_output)
    );
    assign mem_masked = mem[LED_WIDTH-1:0];
    assign enable = mem[31];
    always @(posedge clk or posedge reset) begin
        if (reset) begin
            mem <= 32'b0;
        end else begin
            if (slave_read) begin
                slave_readdata <= mem;
            end
            if (slave_write) begin
                mem <= slave_writedata;
            end;
        end;
    end
endmodule
`timescale 1 ps / 1 ps
module esl_bus_demo_example #(
        parameter DATA_WIDTH = 8
    ) (
        input wire clk,
        input wire rst,
        input wire [DATA_WIDTH-1:0] in,
		input wire cnt_enable,
        output reg [DATA_WIDTH-1:0] out	
    );
wire input_A;
wire input_B;
wire reset;
assign input_A = in[0];
assign input_B = in[1];
assign reset = (in[2] || rst);
always @ (posedge input_A, posedge reset) begin
	 if (reset == 1)
		  out = 0;
    else if (input_B)
        out = out + 1;
    else
        out = out - 1;
end
endmodule
</file>
<file path="./run.sh">
#!/bin/bash
# OpenROAD 26Q1-2900-gdf79404cd8, Yosys 0.63+post, stock flow scripts
make -C /OpenROAD-flow-scripts/flow DESIGN_CONFIG=/design/flow/config.mk WORK_HOME=/design/flow/orfs finish
</file>
<file path="./config.mk">
export PLATFORM = sky130hd
export DESIGN_NAME = esl_bus_demo
export DESIGN_NICKNAME = esl_bus_demo
export VERILOG_FILES = /design/flow/design.v
export SDC_FILE = /design/flow/constraint.sdc
export NUM_CORES = 4
export LEC_CHECK = 1
export CORE_UTILIZATION = 50
</file>
<file path="./constraint.sdc">
current_design esl_bus_demo

set clk_period 1.5
set clk_io_pct 0.2

create_clock -name clk0 -period $clk_period [get_ports {clk}]

set non_clock_inputs [all_inputs -no_clocks]
set_input_delay [expr $clk_period * $clk_io_pct] -clock clk0 $non_clock_inputs
set_output_delay [expr $clk_period * $clk_io_pct] -clock clk0 [all_outputs]
</file>
==> results_tabular.tex <==
% Synthesis and place-and-route results
\begin{tabular}{lr}
\hline
Metric & Value \\
\hline
\multicolumn{2}{l}{\textbf{Global routing}} \\
\quad First-pass GRT wire length & 6941 µm \\
\quad Gr ovfl total & 0 \\
\quad Pin count of the biggest net entering global routing & 34 \\
\quad Antenna violations before repair & 0 \\
\quad Global-route usage over all layers & 18.31\% \\
\quad Via count of the first global-routing pass & 1498 \\
\multicolumn{2}{l}{\textbf{Synthesis}} \\
\quad Leading post-synthesis cells by cell area & sky130\_fd\_sc\_hd\_\_dfrtp\_1 38\%, sky130\_fd\_sc\_hd\_\_edfxtp\_1 36\%, sky130\_fd\_sc\_hd\_\_mux2\_2 7.3\% \\
\quad Combinational family with the most area after synthesis & multiplexers \\
\quad Cell taking the most area after synthesis & sky130\_fd\_sc\_hd\_\_dfrtp\_1 \\
\quad Area fraction in compound gates & 3.797\% \\
\quad Share of the yosys chip area belonging to registers & 74.42\% \\
\quad Post-synthesis share of cell area spent on xor and xnor gates & 1.993\% \\
\quad Netlist Area Pre-Place & 2636 µm² \\
\quad Synth Area in Adders & 3.607\% \\
\quad Yosys Chip Area & 2636 µm² \\
\quad Top cell area share & 37.97\% \\
\quad Fraction of synthesized area in multiplexers & 13.24\% \\
\quad Post-synthesis cell count & 148 \\
\quad Cell Type Count & 22 \\
\quad Yosys warns & 2 \\
\quad Cell count in the Yosys report & 148 \\
\quad Post-synthesis simple-gate area fraction & 1.614\% \\
\quad Mean cell area of the mapped netlist & 17.81 µm² \\
\quad Register bit total from synthesis & 72 \\
\multicolumn{2}{l}{\textbf{CTS}} \\
\quad TritonCTS clock tree & done \\
\quad TritonCTS buffer count & 9 \\
\quad Clock H-tree levels & 3 \\
\quad Hold buffer count at cts & 0 \\
\quad CTS Root Buffer Type & sky130\_fd\_sc\_hd\_\_clkbuf\_8 \\
\quad Clock latency reported for the late side of the worst-skew pair & 330 ps \\
\quad Clock slew at the register clock pins of the worst setup and hold paths & 70 ps \\
\quad Buffer depth of the longest clock path & 2 \\
\multicolumn{2}{l}{\textbf{Timing}} \\
\quad Final WS setup & 48.16 ps \\
\quad Count of endpoints without a timing constraint & 16 \\
\quad Crit share post-route & 96.79\% \\
\quad Setup violation total in the final timing report & 0 \\
\quad Final number of hold-violating endpoints & 0 \\
\quad Final count of pins violating max slew & 0 \\
\quad Fin Hold WS & 438.9 ps \\
\quad Fin crit period & 1452 ps \\
\quad Unrepaired setup endpoints after global routing & false \\
\quad Number of register pins that no clock reaches & 8 \\
\quad Clock Skews & 8.980 ps \\
\quad Slew at the pin closest to its max-slew limit & 657.6 ps \\
\quad Highest attainable clock frequency & 688.8 MHz \\
\quad Slew margin rel. & 56.00\% \\
\multicolumn{2}{l}{\textbf{Placed design}} \\
\quad Port bufs & 75 \\
\quad Post-DP HPWL & 3205 µm \\
\quad Final weighted congestion in routability-driven placement & 0.7572 \\
\quad Dpl cell area & 3552 µm² \\
\quad Minimum setup slack after placement & -22.21 ps \\
\quad Cell count after placement & 296 \\
\multicolumn{2}{l}{\textbf{Power}} \\
\quad Maximum resistive drop on vdd & 0.9981 mV \\
\quad Sw Ratio & 20.16\% \\
\quad Combinational share of power & 11.7\% \\
\quad Total leakage power & 1.506 nW \\
\quad Sequential group share of total power & 47.6\% \\
\quad Net switching power & 0.0008875 W \\
\quad PD cells & 1157 nW/µm² \\
\quad Part of the total power dissipated in the clock network & 40.7\% \\
\quad Cell-internal power & 0.003514 W \\
\multicolumn{2}{l}{\textbf{Worst setup path}} \\
\quad Req. time, crit path & 1200 ps \\
\quad Type of the worst setup path & flip-flop to output pin \\
\quad Slowest stage delay, CP & 510 ps \\
\quad Crit path DAT & 1150 ps \\
\quad Cells along the critical path & clkdlybuf4s50\_1 \\
\quad Max stage delay cell, worst path & sky130\_fd\_sc\_hd\_\_clkdlybuf4s50\_1 \\
\quad Endpoint class of the critical path & output pin \\
\quad Worst path bufs/invs & 1 \\
\quad Top fanout value on the critical path & 1 \\
\quad Crit path launch type & flip-flop \\
\quad Largest delay share family, worst path & buffers and inverters \\
\multicolumn{2}{l}{\textbf{Cells and area}} \\
\quad Fin area & 3806 µm² \\
\quad \# fillers & 349 \\
\quad Most common library cell in the layout ignoring fill and taps & sky130\_fd\_sc\_hd\_\_clkdlybuf4s50\_1 \\
\quad MI comb area & 646.9 µm² \\
\quad Fraction of final layout cells with drive strength greater than 1 & 18.18\% \\
\quad Count of non-filler cells in the finished layout & 312 \\
\quad Final design utilization & 74.52\% \\
\quad Sequential Area & 1962 µm² \\
\quad Synth-to-Final Area Change & 44.38\% \\
\quad Commonest cells after routing, fill and taps aside & 73 x sky130\_fd\_sc\_hd\_\_clkdlybuf4s50\_1, 40 x sky130\_fd\_sc\_hd\_\_dfrtp\_1, 32 x sky130\_fd\_sc\_hd\_\_edfxtp\_1 \\
\multicolumn{2}{l}{\textbf{Die}} \\
\quad Die x size & 74.61 µm \\
\quad \# IOs & 88 \\
\quad Standard-cell row count & 26 \\
\quad Height of the die & 74.61 µm \\
\quad Total die size & 5567 µm² \\
\quad Core Area & 5107 µm² \\
\quad Core utilization at floorplan & 51.62\% \\
\multicolumn{2}{l}{\textbf{Drt}} \\
\quad Diode insertion count for antenna repair & 0 \\
\quad Number of nets still failing antenna checks after routing & 0 \\
\quad Vias post-DR & 1525 \\
\quad Vias per std cell & 4.888 \\
\quad Count of routing violations after the opening detailed-route iteration & 38 \\
\quad Routed wire length & 4529 µm \\
\quad Number of detailed-routing iterations run before antenna repair & 4 \\
\quad Routed WL per cell & 14.52 µm \\
\quad DRC violations left & 0 \\
\multicolumn{2}{l}{\textbf{Flow run}} \\
\quad Max-capacitance violation count & 0 \\
\quad Tool warnings & 38 \\
\multicolumn{2}{l}{\textbf{Run status}} \\
\quad Status & finished, final reports clean \\
\multicolumn{2}{l}{\textbf{Hold path}} \\
\quad Hold Crit Class & input port to asynchronous set/reset pin \\
\hline
\end{tabular}
per-stage QoR:
step                TNS, ps  total power, W
global route              0        0.004583
finish                    0        0.004402
global placement     -2.764        0.002625
CTS                       0        0.004448
detailed placement   -275.3        0.002651
floorplan                 0        0.002362
logic make-up after synthesis:
| logic type | count (synthesis) |
|---|---|
| buffers and inverters | 8 |
| xor gates and xnor gates | 6 |
| DFF | 72 |
| and+or+nand+nor | 10 |
| muxes | 31 |
| AOI/OAI and AO/OA | 14 |
| adders and majority gates | 7 |
sequential cells by signal (all words and copies together), names as in the netlist:
| register | cells |
|---|---|
| mem | 32 |
| my_ip.out | 8 |
| slave_readdata | 32 |
worst reg2reg max path, stage by stage, from the launching register on:
cell                      delay [ps]
sky130_fd_sc_hd__dfrtp_1         400
sky130_fd_sc_hd__inv_1           230
sky130_fd_sc_hd__o21ai_0         130
cell usage after synthesis:
cell / count
sky130_fd_sc_hd__dfrtp_1: 40
sky130_fd_sc_hd__edfxtp_1: 32
sky130_fd_sc_hd__mux2_2: 17
sky130_fd_sc_hd__mux2_1: 14
sky130_fd_sc_hd__ha_1: 6
sky130_fd_sc_hd__a21oi_1: 5
sky130_fd_sc_hd__xnor2_1: 5
sky130_fd_sc_hd__buf_2: 4
sky130_fd_sc_hd__inv_1: 4
sky130_fd_sc_hd__nand2_1: 4
sky130_fd_sc_hd__nor2_1: 4
sky130_fd_sc_hd__nor2b_1: 2
sky130_fd_sc_hd__o21ai_1: 2
sky130_fd_sc_hd__a211oi_1: 1
sky130_fd_sc_hd__a211oi_2: 1
sky130_fd_sc_hd__a21o_2: 1
sky130_fd_sc_hd__a41oi_2: 1
sky130_fd_sc_hd__fa_1: 1
sky130_fd_sc_hd__o211ai_1: 1
sky130_fd_sc_hd__o21ai_0: 1
sky130_fd_sc_hd__o21bai_1: 1
sky130_fd_sc_hd__xor2_1: 1
path summary, 6_finish.rpt:
kind | from | endpoint | slack (ps) | cells after the start
setup / recovery | slave_readdata[27]$_DFFE_PP_ | slave_readdata[27] | 50 | 1
hold / removal | reset | mem[17]$_DFFE_PP0P_ | 440 | 3
setup reg to reg | mem[1]$_DFFE_PP0P_ | mem[1]$_DFFE_PP0P_ | 610 | 2
hold reg to reg | mem[12]$_DFFE_PP0P_ | slave_readdata[12]$_DFFE_PP_ | 440 | 0
max in group asynchronous | reset | mem[6]$_DFFE_PP0P_ | 610 | 4
min in group clk0 | mem[12]$_DFFE_PP0P_ | slave_readdata[12]$_DFFE_PP_ | 440 | 0
final cells by class:
| class | instances | share of cell area, % |
|---|---|---|
| flip-flops and latches | 72 | 51.54 |
| repair buffers | 82 | 22.12 |
| multi-input cells | 68 | 17.00 |
| clock buffers | 10 | 3.616 |
| clock inverters | 6 | 3.024 |
| well taps | 70 | 2.301 |
| inverters | 4 | 0.3945 |
repair_timing:
item	in CTS	in global routing
setup buffers	0	0
resized	1	1
endpoints found under the hold margin	0	0
setup endpoints to repair	1	1
routing by layer:
metal	vias up	global-route usage, %	share of wire, %	wire length [µm]
li1	714	-	-	-
met1	754	31.04	43	1964
met2	52	25.93	47	2112
met3	5	7.056	8.9	404
met4	0	2.935	1.1	48
met5	-	0	0	0
power groups by stage:
stage         logic [W]  clock network, W  registers [W]
CTS            0.000524           0.00183        0.00210
global route   0.000568           0.00190        0.00211
finish         0.000515           0.00179        0.00210
Power is estimated from default activity; no workload was simulated.
