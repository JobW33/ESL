**./config.mk**
```make
export PLATFORM = sky130hd
export DESIGN_NAME = led_spi_slave
export DESIGN_NICKNAME = led_spi_slave
export VERILOG_FILES = /design/flow/design.v
export SDC_FILE = /design/flow/constraint.sdc
export NUM_CORES = 4
export LEC_CHECK = 1
export CORE_UTILIZATION = 30
```
**./constraint.sdc**
```tcl
current_design led_spi_slave

set clk_period 3.0
set clk_io_pct 0.2

create_clock -name clk0 -period $clk_period [get_ports {SPI_CLK}]

set non_clock_inputs [all_inputs -no_clocks]
set_input_delay [expr $clk_period * $clk_io_pct] -clock clk0 $non_clock_inputs
set_output_delay [expr $clk_period * $clk_io_pct] -clock clk0 [all_outputs]
```
**./design.v**
```verilog
module led_spi_slave #(parameter DATA_WIDTH = 8) (
    input wire SPI_CLK,
    input wire SPI_CS,
    input wire SPI_MOSI,
    output reg SPI_MISO = 0,
    output reg led = 1,
    output wire led2,
    output wire led3
  );
  assign led2 = SPI_CLK;
  assign led3 = ~SPI_CS;
  reg [DATA_WIDTH-1:0] serial_data_in = 0;     
  reg [DATA_WIDTH-1:0] serial_data_out = 0;    
  reg [DATA_WIDTH-1:0] cnt = 0;                
  reg [2:0] word_counter = 0;
  reg write_enable = 0;
  always @(posedge SPI_CLK)
  begin
      if (SPI_CS==1) begin
        word_counter <= 0;  
      end
      else if (SPI_CS==0) begin
        word_counter <= word_counter + 1;
        serial_data_in[DATA_WIDTH-1 - word_counter] <= SPI_MOSI;
        if ((write_enable == 1) && (word_counter != DATA_WIDTH-1)) begin
          SPI_MISO <= serial_data_out[DATA_WIDTH-2 - word_counter];
        end
        if (word_counter == DATA_WIDTH-1) begin
          if ({serial_data_in[DATA_WIDTH-1:1], SPI_MOSI} == 1) begin
            led <= ~led;
            cnt <= cnt + 1;
            write_enable <= 0;
          end
          if ({serial_data_in[DATA_WIDTH-1:1], SPI_MOSI} == 2) begin
            serial_data_out <= cnt;
            write_enable <= 1;
            SPI_MISO <= serial_data_out[DATA_WIDTH-1];
          end
          else begin
            serial_data_out <= 0;
            write_enable <= 0;
          end
        end
      end
    end
endmodule
```
**./run.sh**
```bash
#!/bin/bash
# OpenROAD 26Q1-2900-gdf79404cd8, Yosys 0.63+post, stock flow scripts
make -C /OpenROAD-flow-scripts/flow DESIGN_CONFIG=/design/flow/config.mk WORK_HOME=/design/flow/orfs finish
```
==> reports/qor.yml <==
yosys:
  ys_seq_share_pct: 57.78
  syn-cell-area_um2: 1455
  yosysUniqueCellTypes: 34
  yosys_area_um2: 1455
  syn_area_per_cell_um2: 12.54
  yosysWarnings: 1
  syn-instance-count: 116
  ys_cells: 116
  ys_ff: 29
critical_path:
  r2r-end: "serial_data_in[6]$_DFFE_PN_"
  cp_top_family: "buffers and inverters"
  crit_arrival_ns: 2.11
  end_kind: "output port"
  path_max_fanout: 2
  crit-reg2reg-launch: "word_counter[0]$_SDFF_PP0_"
  crit_required_ns: 2.40
  crit_type: "clk -> out"
  r2r_cells: 9
  reg2reg_slack_ns: 0.65
  cp_slowest_stage_delay_ns: 0.39
  critPathBufInv: 3
  cp_cell_sequence: "clkbuf_8 -> clkbuf_8 -> clkdlybuf4s50_1"
  slowest_stage: "clkdlybuf4s50_1"
  cpMostUsedCell: "clkbuf_8"
  critPathLaunchType: "clock port"
grt:
  grt_pass1_vias: 894
  overflow: 0
  track_usage_pct: 10.32
  antenna_found_initial: 0
  grt_pass1_wl_um: 3939
  grt_max_degree: 13
die:
  initCoreUtil_pct: 32.31
  die-width_um: 71.65
  chip_area_um2: 5133
  rows: 24
  pin_count: 7
  fp.dieH_um: 71.65
  core_um2: 4504
drt:
  first_pass_iters: 4
  num_vias: 910
  routedWlPerCell_um: 12.84
  diodes: 0
  drc: 0
  wl_um: 2388
  drt_first_iter_violations: 61
  antenna_left: 0
  via_per_inst: 4.892
hold_path:
  hp-class: "reg -> reg"
  hold_path_depth: 1
  hold_start: "led$_DFFE_PP_"
  min_to: "led$_DFFE_PP_"
finish:
  postLayoutCoreUtil_pct: 38.83
  syn_to_final_growth_pct: 20.21
  layout-drive-gt1-share_pct: 24.63
pwr:
  p_leak_nw: 0.6244
  switching_power_mw: 0.2151
  p_int_mw: 0.8421
  peakVddDrop_mv: 0.3959
  power_density_nw_per_um2: 604.4
  pwr-share-clk_pct: 48.4
  seqPwrFrac_pct: 44.6
  switching_share_pct: 20.35
  pwr-share-comb_pct: 7.0
timing:
  relSlewSlack_pct: 53.13
  grt_setup_unrepaired: "no"
  hold_violations: 0
  worstMarginPinSlew_ns: 0.7004
  fin_worst_skew_ns: 0.007262
  whs_ns: 0.5577
  tns_ns: 0
  setup_viol: 0
  slew_violations: 0
clocking:
  insertion_delay_ns: 0.38
  tritoncts: "built"
  cts_setup_buffers: 0
  postCtsResizedCells: 0
  clk_pin_slew_ns: 0.07
  cts-hold-fix-buffers: 0
run_status:
  outcome: "completed"
job:
  drv_cap: 0
  tool_warnings: 27
place:
  place_congestion: 0.7942
  io_buffers: 6
  dp_hpwl_um: 1655
## through the flow
step                worst slack, ns  instances  total power [mW]  cell area, um2
finish                       0.2877        186             1.057            1749
global route                 0.2608        186             1.103            1749
CTS                          0.2776        186             1.067            1749
detailed placement           0.5326        175            0.5737            1598
global placement             0.5326        175            0.5730            1598
floorplan                    0.5019        116            0.5430            1455
## power by group through the flow
stage	clock, mW	combinational (mW)	sequential [mW]
4_1_cts	0.521	0.0744	0.472
5_1_grt	0.547	0.0821	0.473
6_report	0.511	0.0740	0.472
## cell type report
type	count	area, um2
fill	417	2755
multi-input combinational	79	586.8
sequential	29	840.8
clock buffer	9	120.1
clock inverter	3	41.29
timing repair buffer	8	72.57
inverter	6	22.52
tap	52	65.06
## Yosys cell counts, drive strengths merged
cell | number | area share [%]
a211oi | 1 | 0.86
a22o | 2 | 1.3
a32o | 1 | 0.69
and2 | 8 | 4.1
and3 | 3 | 1.5
and4b | 1 | 0.69
buf | 1 | 0.52
clkbuf | 1 | 0.26
dfxtp | 3 | 4.1
edfxtp | 26 | 54
ha | 5 | 4.3
inv | 6 | 1.5
mux2i | 3 | 2.1
mux4 | 1 | 1.5
nand2 | 7 | 1.8
nand2b | 3 | 1.3
nand3 | 7 | 2.4
nand3b | 1 | 0.52
nor2 | 5 | 1.3
nor2b | 5 | 2.1
nor3 | 1 | 0.34
nor3b | 1 | 0.52
nor4 | 2 | 1.9
o211ai | 1 | 0.52
o21ai | 10 | 3.4
or2 | 1 | 0.43
or2b | 2 | 1.2
or4 | 1 | 0.77
or4b | 1 | 0.69
xnor2 | 4 | 2.4
xor2 | 2 | 1.2
## cell families after synthesis
logic type	count (synthesis)	share of synthesized area, %
xor+xnor	6	3.611
flops	29	57.78
mux	4	3.611
simple gates	49	21.58
compound gates	15	6.793
fa+ha+maj	5	4.299
buf+inv	8	2.321
## layer usage
layer	part of all wire [%]	vias up	GRT usage, %
met1	47	428	14.21
met5	0	-	0
met2	44	19	14.57
li1	-	458	-
met4	1.5	0	3.268
met3	6.9	5	5.421
## cell usage in the layout, fill, tap and decap left out, drive strengths merged, types with 3 or more instances in the layout
| master | n |
|---|---|
| edfxtp | 26 |
| o21ai | 10 |
| and2 | 8 |
| clkbuf | 8 |
| nand3 | 7 |
| nand2 | 7 |
| inv | 6 |
| clkdlybuf4s50 | 6 |
| nor2 | 5 |
| nor2b | 5 |
| ha | 5 |
| xnor2 | 4 |
| nand2b | 3 |
| mux2i | 3 |
| buf | 3 |
| dfxtp | 3 |
| and3 | 3 |
## registers in the layout, indices dropped and copies added, names as in the netlist
register / flops
cnt: 8
serial_data_out: 8
serial_data_in: 7
word_counter: 3
SPI_MISO: 1
led: 1
write_enable: 1
## worst max-delay path by stage
stage,from,to,slack [ns],depth (start not counted)
finish,SPI_CLK,led2,0.29,3
global route,SPI_CLK,led2,0.26,3
CTS,SPI_CLK,led2,0.28,3
Power figures rest on the tool's default switching activity, not on a simulated workload.
